### flow/run.sh
#!/bin/bash
# OpenROAD 26Q1-2900-gdf79404cd8, Yosys 0.63+post, stock flow scripts
make -C /OpenROAD-flow-scripts/flow DESIGN_CONFIG=/design/flow/config.mk WORK_HOME=/design/flow/orfs finish
### flow/config.mk
export PLATFORM = sky130hd
export DESIGN_NAME = bin2BCD
export DESIGN_NICKNAME = bin2BCD
export VERILOG_FILES = /design/flow/design.v
export SDC_FILE = /design/flow/constraint.sdc
export NUM_CORES = 4
export LEC_CHECK = 1
export CORE_UTILIZATION = 50
### flow/constraint.sdc
current_design bin2BCD

set clk_period 2.4
set clk_io_pct 0.2

create_clock -name clk0 -period $clk_period [get_ports {clk}]

set non_clock_inputs [all_inputs -no_clocks]
set_input_delay [expr $clk_period * $clk_io_pct] -clock clk0 $non_clock_inputs
set_output_delay [expr $clk_period * $clk_io_pct] -clock clk0 [all_outputs]
### flow/design.v
module BCDto7seg
(						
	input [3:0] BCD,					
	output [6:0] SSD
);
reg [6:0] SSD_reg;
always@(BCD) begin
		case (BCD)
		4'b0000: SSD_reg = 7'b1000000;    
		4'b0001: SSD_reg = 7'b1111001;    
		4'b0010: SSD_reg = 7'b0100100;    
		4'b0011: SSD_reg = 7'b0110000;    
		4'b0100: SSD_reg = 7'b0011001;    
		4'b0101: SSD_reg = 7'b0010010;    
		4'b0110: SSD_reg = 7'b0000010;    
		4'b0111: SSD_reg = 7'b1111000;    
		4'b1000: SSD_reg = 7'b0000000;    
		4'b1001: SSD_reg = 7'b0011000;    
		default: SSD_reg = 7'b1000000;
		endcase
end
assign SSD = SSD_reg;
endmodule
 module Register
#(
	parameter WORD_LENGTH = 6									 
)
(
	input clk,
	input reset,
	input enable,
	input [WORD_LENGTH-1 : 0] Data_Input,
	output [WORD_LENGTH-1 : 0] Data_Output
);
reg  [WORD_LENGTH-1 : 0] Data_reg;
always@(posedge clk or posedge reset) begin
	if(reset == 1'b1) 											 
		Data_reg <= 0;
	else if (enable) begin										 
		Data_reg <= Data_Input;
		end
end
assign Data_Output = Data_reg;								 
endmodule
module bin2BCD
#(
	parameter WORD_LENGTH = 8										 
)
(
	input [WORD_LENGTH-1:0] bin,						
	input 						clk,
	input 						start,
	input							reset,
	input							enable,
	output [6:0] H,
	output [6:0] T,
	output [6:0] U,
	output  		 ready,
	output		 sign
);
reg  start_reg;
reg  ready_reg;
wire [3:0] U_reg;
wire [3:0] T_reg;
wire [3:0] H_reg;
reg [7:0] counter;
wire [WORD_LENGTH-1:0] bin_wir;			 
wire  [WORD_LENGTH-1:0] regTObinint;	 
wire  serTOUBCD;						 
wire  UBCDTOTBCD;						 
wire  TBCDTOHBCD;						 
wire  dummy;						    
wire [3:0] regTOunits7seg;         
wire [3:0] regTOtens7seg;         
wire [3:0] regTOhundreds7seg;         
par2ser
#(
	.WORD_LENGTH(WORD_LENGTH)
)
par2ser_1								
(
	.clk(clk),
	.reset(reset),
	.load(start_reg),
	.par(bin_wir),
	.ser(serTOUBCD)
);
shiftBCD units_BCD					     	 
( 
	.clk(clk),
	.init(start_reg),
	.reset(reset),
	.in(serTOUBCD),
	.Cout(UBCDTOTBCD),
	.BCD(U_reg)
);
shiftBCD tens_BCD						        
(
	.clk(clk),
	.init(start_reg),
	.reset(reset),
	.in(UBCDTOTBCD),
	.Cout(TBCDTOHBCD),
	.BCD(T_reg)
);
shiftBCD hundreds_BCD						 
(
	.clk(clk),
	.init(start_reg),
	.reset(reset),
	.in(TBCDTOHBCD),
	.Cout(dummy),
	.BCD(H_reg)
);
BCDto7seg units_7seg						 
(
	.BCD(regTOunits7seg),
	.SSD(U)
);
BCDto7seg tens_7seg						 
(
	.BCD(regTOtens7seg),
	.SSD(T)
);
BCDto7seg hundreds_7seg						 
(
	.BCD(regTOhundreds7seg),
	.SSD(H)
);
Register
#(
	.WORD_LENGTH(WORD_LENGTH)
)
bin_register						 
(
	.clk(clk),
	.reset(reset),
	.enable(enable),
	.Data_Input(bin),
	.Data_Output(regTObinint)
);
Register
#(
	.WORD_LENGTH(WORD_LENGTH)
)
BCD_unit_register						 
(
	.clk(ready),						 
	.reset(reset),
	.enable(enable),
	.Data_Input(U_reg),
	.Data_Output(regTOunits7seg)
);
Register
#(
	.WORD_LENGTH(WORD_LENGTH)
)
BCD_ten_register						 
(
	.clk(ready),						 
	.reset(reset),
	.enable(enable),
	.Data_Input(T_reg),
	.Data_Output(regTOtens7seg)
);
Register
#(
	.WORD_LENGTH(WORD_LENGTH)
)
BCD_hundreds_register						 
(
	.clk(ready),						 
	.reset(reset),
	.enable(enable),
	.Data_Input(H_reg),
	.Data_Output(regTOhundreds7seg)
);
always @(posedge clk, posedge reset) 
begin
	if (reset)
	begin
		start_reg <= 1;
	end
	else if(start)
		begin
			if(ready_reg)
			begin
				start_reg <= 1;
			end
			else
			begin
				start_reg <= 0;
			end
		end
		else
		begin
			start_reg <= 1;
		end
end
always @(posedge clk, posedge reset) 
begin
	if (reset)
	begin
		counter <= 0;
	end
	else if (!start_reg)
		begin
			counter <= counter + 1'b1;
		end
		else
		begin
			counter <= 0;
		end
end
always @(posedge clk, posedge reset) 
begin
	if (reset)
	begin
		ready_reg <= 0;
	end
	else if(!start_reg)
		begin
			if(counter==WORD_LENGTH)
			begin
				ready_reg <= 1;
			end
			else
			begin
				ready_reg <= 0;
			end
		end
		else
		begin
		end
end
assign ready = ready_reg;
assign sign = ~regTObinint[WORD_LENGTH-1];
assign bin_wir = (regTObinint[WORD_LENGTH-1]==0) ? regTObinint : (~regTObinint + 1'b1);
endmodule
module par2ser 
#(
	parameter WORD_LENGTH = 8										 
)
(						
	input 					   clk,
	input 					   reset,
	input  					   load,
	input [WORD_LENGTH-1:0] par,
	output 	ser
);
reg [WORD_LENGTH-1:0] buffer;
reg ser_reg;
always @(posedge clk) 
begin
	if(reset)
	begin
		buffer <= 0;
		ser_reg <= 0;
	end
	else
	begin
		if(load)
		begin
			buffer <= par;
		end
		else
		begin
			ser_reg <= buffer[WORD_LENGTH-1];
			buffer <= buffer<<1;
		end
	end
end
assign ser = ser_reg;
endmodule
module shiftBCD 
(						
	input clk,
	input init,
	input	reset,
	input	in,						
	output Cout,
	output [3:0] BCD
);
reg [3:0] BCD_reg;
reg [2:0] BCD_dou;
reg Cout_reg;
always @(posedge clk, posedge reset) 
begin
	if (reset)
	begin
		BCD_reg <= 0;
	end
	else if (init)
		begin
			BCD_reg [3:1] <= 3'b000;
			BCD_reg [0]   <= in; 
		end
		else
		begin
			BCD_reg <= {BCD_dou, in};   
		end
end
always @(BCD_reg) 
begin
	case (BCD_reg) 
		4'b0000: BCD_dou = 3'b000;   
		4'b0001: BCD_dou = 3'b001;   
		4'b0010: BCD_dou = 3'b010;   
		4'b0011: BCD_dou = 3'b011;   
		4'b0100: BCD_dou = 3'b100;   
		4'b0101: BCD_dou = 3'b000;   
		4'b0110: BCD_dou = 3'b001;   
		4'b0111: BCD_dou = 3'b010;   
		4'b1000: BCD_dou = 3'b011;   
		4'b1001: BCD_dou = 3'b100;   
		default: BCD_dou = 3'b000;
	endcase
end
always @(BCD_reg) 
begin
	if (BCD_reg == 4'b0101 || BCD_reg == 4'b0110 || BCD_reg == 4'b0111 || BCD_reg == 4'b1000 || BCD_reg==4'b1001)
	begin
		Cout_reg <= (1'b1 & !init);   
	end
	else
	begin
		Cout_reg <= 1'b0;
	end
end
assign Cout = Cout_reg;
assign BCD = BCD_reg;
endmodule
==> flow_summary.toml <==
# implementation run metrics
[run_status]
status = "complete, no violations"

[min_path]
min_to = "units_BCD.BCD_reg[0]"
hp-class = "flop to flop"
worstHoldPathCells = 0
hold_path.startpoint = "par2ser_1.ser_reg"

[synthesis]
flop_cell = "dfrtp_1"
ys_types = 42
synth_stat.cells = 280
yosys_area_um2 = 2700
synthArstFlopShare_pct = 82.4
synth.avg_cell_area_um2 = 9.63
ys_ff = 51
syn_area_um2 = 2700
ys_seq_share_pct = 45.7
syn_inst = 280
synth_warnings = 11
edf_count = 0

[die]
die_h_um = 75.4
initial_core_util_pct = 52.4
row_count = 26
core_um2 = 5140
die_x_um = 75.4
ios = 35
chipArea_um2 = 5690

[setup_path]
worstSetupStartpointType = "flop"
r2r_cells = 3
critPathBufInv = 1
critical_path.slowest_cell = "dfrtp_1"
path_cells = "clkdlybuf4s50_1"
arrival_ns = 1.44
rr_startpoint = "bin_register.Data_reg[0]"
path_class = "flop to output port"
crit_path_max_fanout = 15
reg2reg_slack_ns = 0.79
cp_top_family = "flip-flops"
cpPeakStageDelay_ns = 0.62
cp-end-kind = "output port"
reg2reg_to = "par2ser_1.buffer[5]"
cp.required_ns = 1.92
worstSetupStartpoint = "ready_reg"

[detailed_routing]
num_vias = 2035
drtAntennaViolNets = 0
wire_per_inst_um = 11.9
first_pass_iters = 4
drtIter0Drc = 80
drc_errors = 0
num_antenna_cells = 0
via_per_inst = 5.33
wl_um = 4530

[clocking]
path_clk_slew_ns = 0.07
tritoncts = "done"
cts_setup_buffers = 0
cts-resized-gates = 0
holdBufCountCts = 0
cts_htree_levels = 2
cts_root_buf = "clkbuf_8"
clockBufferDepth = 2
clk_latency_ns = 0.29
cts_buffers = 5

[sta]
holdWs_ns = 0.345
drv_slew = 0
rsz0062_at_grt = "no"
slew_headroom_pct = 66.6
tightest_slew_ns = 0.500
setup_violations = 0
unclocked_regs = 12
hold_violations = 0
untimed_endpoints = 33
fmax_mhz = 521
fin_crit_ns = 1.92
fin_setup_tns_ns = 0
fin_worst_skew_ns = 0.00884
finalCritPeriodShare_pct = 80.0
finalWorstSetupSlack_ns = 0.481

[global_route]
antenna_found_initial = 0
grt_start_max_net_pins = 23
grt_pass1_wl_um = 7690
grt.total_usage_pct = 18.1
globalRouteOverflowTotal = 0
grt_pass1_vias = 1739

[flow_run]
tool_warnings = 36
maxCapViolCount = 0

[cells_and_area]
drive_gt1_share_pct = 8.97
design_area_um2 = 3180
fill_cells = 449
register_area_um2 = 1230
fin_cells = 382
logic_area_um2 = 1350
area_growth_pct = 18.2

[placed_design]
io_buffers = 34
dp_cells = 374
gp_congestion = 0.805
postPlaceCellArea_um2 = 3090
place_ws_ns = 0.412
place_hpwl_um = 3230

[pwr]
switchingPower_mw = 0.311
p_per_area_nw_per_um2 = 406
sw_frac_of_total_pct = 24.0
pwr-share-seq_pct = 55.6
p_leak_nw = 1.30
p_int_mw = 0.983
vdd_ir_drop_max_uv = 463
clock_power_share_pct = 34.7
combPwrFrac_pct = 9.7
[routing by layer]
metal / part of all wire (%) / up-vias / GRT usage [%]
li1: - / 1034 / -
met1: 51 / 949 / 28.2
met2: 44 / 45 / 29.4
met3: 3.2 / 7 / 2.95
met4: 1.5 / 0 / 2.06
met5: 0 / - / 0
[worst max path at each step]
| stage | endpoint | slack, ns | cells after the start |
|---|---|---|---|
| 4_1_cts | ready | 0.44 | 1 |
| 5_1_grt | ready | 0.38 | 1 |
| 6_report | ready | 0.48 | 1 |
[per-stage QoR]
step | total power [mW] | util (%)
5_1_grt | 1.37 | 62.0
3_5_place_dp | 0.859 | 60.2
4_1_cts | 1.31 | 62.0
2_1_floorplan | 0.810 | -
3_3_place_gp | 0.859 | 60.2
6_report | 1.29 | 62.0
[cell type report]
type	count	area share [%]
clock buffers	7	2.71
clock inverters	1	0.157
flip-flops and latches	51	38.7
inverters	15	1.77
repair buffers	38	11.6
well taps	70	2.75
multi-input cells	200	42.3
[synthesized netlist by cell type, drive strengths merged, types with 5 or more instances]
cell type / n / area (µm²)
a21oi: 18 / 90.1
clkbuf: 13 / 48.8
dfrtp: 41 / 1030
dfxtp: 9 / 180
ha: 15 / 188
inv: 15 / 56.3
mux2: 11 / 124
mux2i: 8 / 80.1
nand2: 20 / 75.1
nand2b: 13 / 81.3
nand3b: 8 / 60.1
nor2: 22 / 82.6
nor2b: 5 / 31.3
nor3b: 9 / 67.6
o21ai: 24 / 120
or3: 5 / 31.3
[logic make-up (layout without fill, tap and decap cells)]
kind of cell	after synthesis	count (layout)	share of synthesized area (%)
mux	19	19	7.57
compound gates	59	59	12.6
simple gates	103	103	21.5
xor+xnor	4	4	1.30
buf+inv	29	61	4.32
fa+ha+maj	15	15	6.96
flops	51	51	45.7
[placed cells by master, fill, tap and decap left out, types with 2 or more instances in the layout]
cell,instances
nor4b_1,2
o31ai_1,2
clkdlybuf4s50_1,34
inv_1,15
a21o_1,2
or2_2,2
nor3_1,3
nor2_1,22
o21ai_0,24
a31oi_1,2
dfxtp_1,9
nor3b_1,9
nand2b_1,13
ha_1,15
nand2_1,20
mux2_2,11
or3_1,5
a211oi_1,3
nand3_1,4
o21a_1,3
nand4_1,2
xor2_1,3
mux2i_1,8
a311oi_1,2
nor2b_1,5
a21oi_1,18
buf_4,4
nand3b_1,8
clkbuf_8,6
dfrtp_1,41
[power groups by stage]
stage	Combinational [mW]	Clock (mW)	Sequential, mW
after CTS	0.129	0.466	0.719
after global routing	0.145	0.497	0.724
final	0.126	0.449	0.719
No activity file was given, so power comes from the tool's default toggle rates.
